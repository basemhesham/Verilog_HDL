==> /design/flow/design.v <==
`timescale 1ns / 1ps
module fifo #(parameter DSIZE = 8,
parameter ASIZE = 4)
(output [DSIZE-1:0] rdata,
output             wfull,
output             rempty,
input  [DSIZE-1:0] wdata,
input              winc, wclk, wrst_n,
input              rinc, rclk, rrst_n);
wire   [ASIZE-1:0] waddr, raddr;
wire   [ASIZE:0]   wptr, rptr, wq2_rptr, rq2_wptr;
sync_r2w      sync_r2w  (.wq2_rptr(wq2_rptr), .rptr(rptr),
.wclk(wclk), .wrst_n(wrst_n));
sync_w2r      sync_w2r  (.rq2_wptr(rq2_wptr), .wptr(wptr),
.rclk(rclk), .rrst_n(rrst_n));
fifomem #(DSIZE, ASIZE) fifomem
(.rdata(rdata), .wdata(wdata),
.waddr(waddr), .raddr(raddr),
.wclken(winc), .wfull(wfull),
.wclk(wclk));
rptr_empty #(ASIZE)     rptr_empty
(.rempty(rempty),
.raddr(raddr),
.rptr(rptr),  .rq2_wptr(rq2_wptr),
.rinc(rinc), .rclk(rclk),
.rrst_n(rrst_n));
wptr_full  #(ASIZE)     wptr_full
(.wfull(wfull), .waddr(waddr),
.wptr(wptr), .wq2_rptr(wq2_rptr),
.winc(winc), .wclk(wclk),
.wrst_n(wrst_n));
endmodule
`timescale 1ns / 1ps
module fifomem #(parameter  DATASIZE = 8,  
parameter  ADDRSIZE = 4)  
(output [DATASIZE-1:0] rdata,
input  [DATASIZE-1:0] wdata,
input  [ADDRSIZE-1:0] waddr, raddr,
input                 wclken, wfull, wclk);
localparam DEPTH = 1<<ADDRSIZE;
reg [DATASIZE-1:0] mem [0:DEPTH-1];
assign rdata = mem[raddr];
always @(posedge wclk)
if (wclken && !wfull) mem[waddr] <= wdata;
endmodule
module rptr_empty #(parameter ADDRSIZE = 4)
(output reg rempty,
output [ADDRSIZE-1:0] raddr,
output reg [ADDRSIZE :0] rptr,
input [ADDRSIZE :0] rq2_wptr,
input rinc, rclk, rrst_n);
reg [ADDRSIZE:0] rbin;
wire [ADDRSIZE:0] rgraynext, rbinnext;
always @(posedge rclk or negedge rrst_n)
if (!rrst_n) {rbin, rptr} <= 0;
else {rbin, rptr} <= {rbinnext, rgraynext};
assign raddr = rbin[ADDRSIZE-1:0];
assign rbinnext = rbin + (rinc & ~rempty);
assign rgraynext = (rbinnext>>1) ^ rbinnext;
assign rempty_val = (rgraynext == rq2_wptr);
always @(posedge rclk or negedge rrst_n)
if (!rrst_n) rempty <= 1'b1;
else rempty <= rempty_val;
endmodule
`timescale 1ns / 1ps
module sync_r2w #(parameter ADDRSIZE = 4)
(output reg [ADDRSIZE:0] wq2_rptr,
input      [ADDRSIZE:0] rptr,
input                   wclk, wrst_n);
reg [ADDRSIZE:0] wq1_rptr;
always @(posedge wclk or negedge wrst_n)
if (!wrst_n) {wq2_rptr,wq1_rptr} <= 0;
else         {wq2_rptr,wq1_rptr} <= {wq1_rptr,rptr};
endmodule
`timescale 1ns / 1ps
module sync_w2r #(parameter ADDRSIZE = 4)
(output reg [ADDRSIZE:0] rq2_wptr,
input      [ADDRSIZE:0] wptr,
input                   rclk, rrst_n);
reg [ADDRSIZE:0] rq1_wptr;
always @(posedge rclk or negedge rrst_n)
if (!rrst_n) {rq2_wptr,rq1_wptr} <= 0;
else         {rq2_wptr,rq1_wptr} <= {rq1_wptr,wptr};
endmodule
module wptr_full  #(parameter ADDRSIZE = 4)
(output reg                wfull,
output     [ADDRSIZE-1:0] waddr,
output reg [ADDRSIZE  :0] wptr,
input      [ADDRSIZE  :0] wq2_rptr,
input                     winc, wclk, wrst_n);
reg  [ADDRSIZE:0] wbin;
wire [ADDRSIZE:0] wgraynext, wbinnext;
always @(posedge wclk or negedge wrst_n)
if (!wrst_n) {wbin, wptr} <= 0;
else         {wbin, wptr} <= {wbinnext, wgraynext};
assign waddr = wbin[ADDRSIZE-1:0];
assign wbinnext  = wbin + (winc & ~wfull);
assign wgraynext = (wbinnext>>1) ^ wbinnext;
assign wfull_val = (wgraynext=={~wq2_rptr[ADDRSIZE:ADDRSIZE-1],
wq2_rptr[ADDRSIZE-2:0]});
always @(posedge wclk or negedge wrst_n)
if (!wrst_n) wfull  <= 1'b0;
else         wfull  <= wfull_val;
endmodule
==> /design/flow/run.sh <==
#!/bin/bash
# OpenROAD 26Q1-2900-gdf79404cd8, Yosys 0.63+post, stock flow scripts
make -C /OpenROAD-flow-scripts/flow DESIGN_CONFIG=/design/flow/config.mk WORK_HOME=/design/flow/orfs finish
==> /design/flow/config.mk <==
export PLATFORM = sky130hd
export DESIGN_NAME = fifo
export DESIGN_NICKNAME = fifo
export VERILOG_FILES = /design/flow/design.v
export SDC_FILE = /design/flow/constraint.sdc
export NUM_CORES = 4
export LEC_CHECK = 1
export CORE_UTILIZATION = 30
==> /design/flow/constraint.sdc <==
current_design fifo

set clk_period 5.9
set clk_io_pct 0.2

create_clock -name clk0 -period $clk_period [get_ports {rclk}]
create_clock -name clk1 -period $clk_period [get_ports {wclk}]

set non_clock_inputs [all_inputs -no_clocks]
set_input_delay [expr $clk_period * $clk_io_pct] -clock clk0 $non_clock_inputs
set_output_delay [expr $clk_period * $clk_io_pct] -clock clk0 [all_outputs]
==> flow_summary.toml <==
# flow metrics
[status]
status = "complete, no violations"

[die]
die_h_um = 147.6
core_region_area_sq_um = 20490
die_w_um = 147.6
ios = 24
initCoreUtil = 0.3104
rows = 52
chip_area_sq_um = 21790

[clock_tree]
cts.sinks = 168
post_cts_buffers = 0
cts_tree = "built"
clk_pin_slew_ns = 0.06
ctsResizeCount = 0
cts_hold_buf = 0

[pwr]
ir_drop_v = 0.0002939
powerDensity_nw_per_um2 = 517.5
pwr-share-comb = 0.286
p_sw_frac = 0.2957
switchingPower_w = 0.001171
p_leak_nw = 2.647
p_clk_frac = 0.298
cellInternalPower_w = 0.002788
seqPwrFrac = 0.416

[cells_and_area]
lay_top_count = "edfxtp_1"
n_fill_cell = 1846
layout_top_cells = "128 x edfxtp_1, 38 x dfrtp_1, 32 x mux4_2, 22 x clkdlybuf4s50_1, 20 x clkbuf_16"
final_area_sq_um = 7650
layout-drive-gt1-share = 0.2298
regArea_sq_um = 4847
final_core_util = 0.3733
final-comb-area_sq_um = 1425
area_delta_synth_final_pct = 20.26

[worst_setup_path]
endpoint_kind = "output pin"
critical_path.max_stage_delay_ns = 0.56
cp_max_fo = 24
slowest_stage = "dfrtp_2"
critPathRequiredTime_ns = 4.72
r2r_start = "wptr_full.wfull$_DFF_PN0_"
path_cells = "buf_4 > mux4_2 > a22oi_1 > nand2_1 > clkdlybuf4s50_1"
cp-start-kind = "register"
crit_arrival_ns = 2.66
critPathKind = "reg -> out"
crit_start = "rptr_empty.rbin[0]$_DFF_PN0_"

[sta]
fin_skew_ns = 0.009194
final.setup.tns_ns = 0
grt_setup_unrepaired = "false"
max_slew_margin = 0.3967
setup_ws_ns = 2.064
slew_viol_final = 0
hold_viol_final = 0
setup_viol = 0
max_slew.worst_pin.slew_ns = 0.9016

[logic_synthesis]
ys_seq_elements = 168
async_flop_share = 0.2381
synth_area_sq_um = 6361
ys_cells = 322
synth_warnings = 7
synth_top_area_share = 0.6042
syn_avg_cell_area_sq_um = 19.75
ys_area_sq_um = 6361
ys.flop_type = "edfxtp_1"
syn_inst = 322
edf_count = 128
area_leaders = "edfxtp_1 60%, dfrtp_1 15%, mux4_2 11%"
synth_cell_types = 28
yosysTopAreaCell = "edfxtp_1"
ys_seq_frac = 0.7618

[place]
placed_cell_area_sq_um = 6988
place_congestion = 0.7775
io_buffers = 22
dpl.hpwl_um = 7194
dp_slack_ns = 2.250

[flow_run]
maxCapViolations = 0
warning_count = 26

[grt]
grtUsageTotal = 0.1195
grt_pass1_vias = 3341
gr-usage-met1 = 0.1562
grt_pass1_wl_um = 18270
antenna_found_initial = 0
grt_overflow = 0
grt_max_degree = 36
busiest_layer = "met2"
grtUsageMet2 = 0.1804
met3_usage = 0.07559

[drt]
vias = 3023
post_drt_wl_per_cell_um = 17.38
firstDrtPassIters = 4
ant_nets = 0
drt_iter0_markers = 179
drc = 0
drt-vias-per-instance = 4.629
insertedDiodeCount = 0
wl_um = 11350

[hold_path]
hp-start = "rptr_empty.rptr[1]$_DFF_PN0_"
hp-class = "reg -> reg"
[cells in the mapped netlist (all sizes together) (3+ instances only)]
cell type,count
ha,4
nand2,13
nor3,4
a22oi,16
clkbuf,5
nand3,8
nor2,15
dfrtp,39
edfxtp,128
buf,10
inv,6
nand2b,3
or3,5
mux4,32
xnor2,10
xor2,13
[per-stage QoR]
step	hold slack, ns	std cells	total power [W]
global placement	0.3370	617	0.002802
floorplan	0.3312	322	0.002411
detailed placement	0.3355	617	0.002808
CTS	0.1943	653	0.004010
finish	0.2009	653	0.003959
global route	0.2170	653	0.004186
[worst max-delay path: cells and delay by family, from the launching register on]
family / cells / cell delay, ns
AND-OR/OR-AND: 1 / 0.24
buffers and inverters: 2 / 0.90
flip-flops: 1 / 0.56
multiplexers: 1 / 0.56
AND/OR/NAND/NOR: 1 / 0.13
[path summary, 6_finish.rpt]
kind / depth (start not counted) / end / slack (ns)
max: 5 / rdata[0] / 2.06
min: 0 / sync_r2w.wq1_rptr[1]$_DFF_PN0_ / 0.20
max reg2reg: 8 / wptr_full.wfull$_DFF_PN0_ / 3.58
min reg2reg: 0 / sync_r2w.wq1_rptr[1]$_DFF_PN0_ / 0.20
max in group clk1: 9 / wptr_full.wfull$_DFF_PN0_ / 2.80
max in group asynchronous: 2 / rptr_empty.rempty$_DFF_PN1_ / 4.37
min in group clk0: 0 / sync_w2r.rq2_wptr[0]$_DFF_PN0_ / 0.35
min in group asynchronous: 2 / wptr_full.wptr[2]$_DFF_PN0_ / 1.10
[final cells by class]
class	instances	area share
Clock inverter	14	0.02012
Multi-Input combinational cell	133	0.1863
Inverter	6	0.002944
Sequential cell	168	0.6336
Tap cell	270	0.04416
Timing Repair Buffer	40	0.04645
Clock buffer	22	0.06640
[registers in the layout (all words and copies together) (netlist names), 5 cells and up]
signal	cells
fifomem.mem	128
rptr_empty.rptr	5
sync_r2w.wq1_rptr	5
sync_r2w.wq2_rptr	5
sync_w2r.rq1_wptr	5
sync_w2r.rq2_wptr	5
wptr_full.wptr	5
[cells by family after synthesis]
group           after synthesis  synth area share
compound gates               19           0.02380
mux                          32            0.1133
buf+inv                      21           0.01416
simple gates                 53           0.03895
flops                       168            0.7618
xor+xnor                     25           0.04013
fa+ha+maj                     4          0.007868
[per-layer routing]
layer  part of all wire  routed length [um]
met4              0.013                 144
met2               0.47                5309
met1               0.41                4612
met5                  0                   0
met3               0.11                1283
[power by group through the flow]
stage / combinational (W) / sequential (W) / clock [W]
after CTS: 0.00115 / 0.00165 / 0.00120
after global routing: 0.00125 / 0.00167 / 0.00126
final: 0.00113 / 0.00165 / 0.00118
Power is estimated from default activity; no workload was simulated.
