### design.v
`timescale 1ns / 1ps
module Adder(
input [15:0] shift_out ,
input [15:0] product8x8_out,
output [15:0] sum 
    );
    assign sum = product8x8_out + shift_out ;
endmodule
`timescale 1ns / 1ps
module Counter(
 input clk , aclr_n ,
 output reg [1:0] count_out
    );
    always @(posedge clk ,negedge aclr_n)
    begin
      if (~aclr_n)
         count_out <= 2'b00 ;
      else 
         count_out <= count_out + 1 ;
    end
endmodule
`timescale 1ns / 1ps
module Register(
input clk , sclr_n , clk_ena ,
input [15:0] datain ,
output reg [15:0] reg_out
    );
always @(posedge clk) 
  begin
  case({clk_ena , sclr_n})
  2'b10 : reg_out <= 16'b0 ;
  2'b11 : reg_out <= datain ;
  default :  reg_out <= reg_out ;
  endcase
    end
 endmodule
`timescale 1ns / 1ps
module Shifter(
 input [1:0] shift_cntrl ,
 input [7:0] inp ,
 output reg [15:0] shift_out 
    );
  always @(*)
    begin
    case(shift_cntrl)
      2'b00 : shift_out = {8'd0 , inp} ;   
      2'b01 : shift_out = {4'd0 , inp ,4'd0} ;   
      2'b10 : shift_out = {inp , 8'd0} ;      
      2'b11 : shift_out = {8'd0 , inp} ;   
      default : shift_out= 16'bx ;
    endcase
    end
endmodule
`timescale 1ns / 1ps
module Top_module(
 input [7:0] dataa ,
 input [7:0] datab ,
 input clk ,
 input reset_a ,
 input start ,
 output done ,
 output [15:0] product8x8_out ,
 output seg_a , seg_b , seg_c , seg_d , seg_e , seg_f , seg_g 
    );
    wire [1:0] sel ;
    wire [1:0] shift ;
    wire [2:0] state_out ;
    wire clk_ena , sclr_n ;
    wire [1:0] count_out ;
    wire bout , aout ;
    wire [15:0] shift_out ;
    wire [15:0] sum ;
    wire [7:0] product ;
    Counter two_bit_counter (
    .clk(clk),
    .aclr_n(~start),
    .count_out(count_out)
    );
      multiplier4x4 multiplier_4x4 (
      .dataa(dataa),
      .datab(datab) ,
      .sel(sel) ,
      .product(product)
      );
    mult_control multiliier_control (
    .clk(clk) ,
    .reset_a(reset_a),
    .start(start) ,
    .count(count_out),
     .done(done),
     .clk_ena(clk_ena),
     .sclr_n(sclr_n),
      .state_out(state_out),
      .input_sel(sel),
      .shift_sel(shift)  
    );
    Shifter shifter (
     .inp(product) ,
     .shift_cntrl(shift) ,
     .shift_out(shift_out)
    );
    Adder Adder_16bit  (
    .shift_out(shift_out) ,
    .product8x8_out(product8x8_out) ,
    .sum(sum)
    );
    Register Register_16bit (
    .clk(clk) ,
    .sclr_n(sclr_n) ,
    .clk_ena(clk_ena) ,
    .datain(sum) ,
    .reg_out(product8x8_out)
    );
    seven_segment_decoder decoder(
        .inp(state_out),
        .seg_a(seg_a),
        .seg_b(seg_b),
        .seg_c(seg_c),
        .seg_d(seg_d),
        .seg_e(seg_e),
        .seg_f(seg_f),
        .seg_g(seg_g)
    );
endmodule
`timescale 1ns / 1ps
module mult_control(
input clk,reset_a,start,
input [1:0] count,
output reg [1:0] input_sel,shift_sel,
output  [2:0] state_out,
output reg done,clk_ena,sclr_n
);
reg [2:0] state_reg,state_next;
localparam IDLE=3'b000;
localparam LSB=3'b001; 
localparam MID=3'b010; 
localparam MSB=3'b011; 
localparam CALC_DONE=3'b100; 
localparam ERR=3'b101; 
always@(posedge clk,negedge reset_a)
begin
if(~ reset_a)
	state_reg<=IDLE;
else
	state_reg<=state_next;
end
always@(*)
begin
done = 1'b0 ;
clk_ena = 1'b0 ;
sclr_n = 1'b1 ;
input_sel = 2'bxx ;
shift_sel =2'bxx ;
	case(state_reg)
		IDLE: begin
		if(start) begin
			state_next=LSB;
			clk_ena = 1'b1 ;
            sclr_n = 1'b0 ;
			end
		  else
	         state_next=IDLE;
	      end
  		LSB: begin
  		if(start==0 && count==2'b00) begin
			state_next=MID;
			input_sel = 2'b00 ;
            shift_sel =2'b00 ;
			clk_ena = 1'b1 ;
            sclr_n = 1'b1 ;
			end
		else
	       state_next=ERR;
	    end
		MID : begin
		if(start==0 && count==2'b01) begin
			state_next=MID;
			input_sel = 2'b01 ;
            shift_sel =2'b01 ;
            clk_ena = 1'b1 ;
            sclr_n = 1'b1 ;
			end
		     else if(start==0 && count==2'b10) begin
			state_next=MSB;
			input_sel = 2'b10 ;
            shift_sel =2'b01 ;
            clk_ena = 1'b1 ;
            sclr_n = 1'b1 ;
			end
		     else
			state_next=ERR;
	      end
		MSB:
		if(start==0 && count==2'b11) begin
			state_next=CALC_DONE;
			input_sel = 2'b11 ;
            shift_sel =2'b10 ;
            clk_ena = 1'b1 ;
             sclr_n = 1'b1 ;
			end
		   else
	        state_next=ERR;
 		CALC_DONE:
 		 if(start==0) begin
			state_next=IDLE;
			done = 1'b1 ;
			clk_ena = 1'b0 ;
            sclr_n = 1'b1 ;
	      end
		  else
	        state_next=ERR;
		ERR:
		if(start) begin
			state_next=LSB;
			clk_ena = 1'b1 ;
            sclr_n = 1'b0 ;
			end
		   else
	        state_next=ERR;
		default:state_next=state_reg;
	endcase
end
assign state_out = state_reg ;
endmodule
`timescale 1ns / 1ps
module multiplier4x4(
input [7 : 0] dataa ,
input [7 : 0] datab ,
input [1 : 0] sel,
output reg [7 : 0] product
    );
    wire [3 : 0] aout , bout ;
    mux4 m1(
     .dataa(dataa),
     .datab(datab),
     .sel(sel),
     .aout(aout),
     .bout(bout)
    );
     always @ (*) begin
        product =  aout * bout ;
    end
endmodule
`timescale 1ns / 1ps
module mux4 (
input [7 : 0] dataa ,
input [7 : 0] datab ,
input [1 : 0] sel,
output reg [3:0] aout ,
output reg [3:0] bout
);
  always@(dataa ,sel[1])
   begin
     aout =8'd0 ;
     case(sel[1])
       1'b0 : aout = dataa[3 : 0] ;
       1'b1 : aout = dataa[7 : 4] ;
       default : aout =8'd0 ;
     endcase
   end
always@(datab , sel[0])
   begin
     bout =8'd0 ;
     case(sel[0])
       1'b0 : bout = datab[3 : 0] ;
       1'b1 : bout = datab[7 : 4] ;
       default : bout = 8'd0 ;
   endcase
 end
endmodule
`timescale 1ns / 1ps
module seven_segment_decoder(
    input [2:0] inp,
    output reg  seg_a , seg_b , seg_c , seg_d , seg_e , seg_f , seg_g 
);
always @(*) begin
    case (inp)
        3'b000: {seg_a,seg_b,seg_c,seg_d,seg_e,seg_f,seg_g} = 7'b1111110;  
        3'b001: {seg_a,seg_b,seg_c,seg_d,seg_e,seg_f,seg_g} = 7'b0110000;  
        3'b010: {seg_a,seg_b,seg_c,seg_d,seg_e,seg_f,seg_g} = 7'b1101101;  
        3'b011: {seg_a,seg_b,seg_c,seg_d,seg_e,seg_f,seg_g} = 7'b1111001;  
        default: 
        {seg_a,seg_b,seg_c,seg_d,seg_e,seg_f,seg_g} = 7'b1001111;  
    endcase
end
endmodule
### run.sh
#!/bin/bash
# OpenROAD 26Q1-2900-gdf79404cd8, Yosys 0.63+post, stock flow scripts
make -C /OpenROAD-flow-scripts/flow DESIGN_CONFIG=/design/flow/config.mk WORK_HOME=/design/flow/orfs finish
### config.mk
export PLATFORM = sky130hd
export DESIGN_NAME = Top_module
export DESIGN_NICKNAME = Top_module
export VERILOG_FILES = /design/flow/design.v
export SDC_FILE = /design/flow/constraint.sdc
export NUM_CORES = 4
export LEC_CHECK = 1
export CORE_UTILIZATION = 50
### constraint.sdc
current_design Top_module

set clk_period 14.2
set clk_io_pct 0.2

create_clock -name clk0 -period $clk_period [get_ports {clk}]

set non_clock_inputs [all_inputs -no_clocks]
set_input_delay [expr $clk_period * $clk_io_pct] -clock clk0 $non_clock_inputs
set_output_delay [expr $clk_period * $clk_io_pct] -clock clk0 [all_outputs]
==> results.cfg <==
; synthesis and place-and-route metrics
[outcome]
status = completed

[power_and_ir_drop]
p_per_area_nw_per_um2 = 79.6
p_leak_uw = 0.00129
total_power_uw = 240
vdd_drop_max_mv = 0.0654

[detailed_routing]
n_antenna_cell = 0
vias = 2049
firstDrtPassIters = 4
wirelength_um = 5360
drc = 0
wire_per_inst_um = 14.1
avgViaCountPerCell = 5.38
antenna_left = 0
first_iter_violations = 110

[final_timing]
rsz0062_at_grt = false
slew_headroom_pct = 68.5
min_period_over_period_pct = 59.2
setup_violations = 0
report.final.slew_viol_count = 0
timing.setup.tns_ns = 0
fin_crit_ns = 8.41
worstMarginPinSlew_ns = 0.459
skew_ns = 0.0136
fmax_ghz = 0.119
finalHoldViolCount = 0

[cts]
root_buffer = clkbuf_8
postCtsSetupRepairBufs = 0
numCtsBuffers = 3
clock_path_buffers = 2
cts_hold_buffers = 0
h-tree-depth = 1
clk_pin_slew_ns = 0.09
cts-resized-gates = 0
cts.sinks = 24
cts_tree = yes
clkLatencyLatePin_ns = 0.27

[worst_setup_path]
reg2regPathDepth = 23
cp_cell_sequence = clkdlybuf4s50_1 > inv_2 > a21o_1 > a21oi_2 > mux2i_1 > or2_1 > fa_1 > inv_1 > fa_1 > ha_1 > a211oi_1 > nor2_1 > o21a_1 > nor2_1 > xnor2_1 > a22o_1 > ha_1 > a21o_1 > a31oi_1 > o21ai_0 > nor3b_1 > xor2_1 > nor2_1
crit_path_end_kind = register
cp_common_cell = nor2_1
crit_slowest_cell = clkdlybuf4s50_1
cp-start-kind = primary input
rr_startpoint = two_bit_counter.count_out[1]$_DFF_PP0_
reg2reg_slack_ns = 8.39
timing.rr.end = Register_16bit.reg_out[14]$_SDFFCE_PN0P_
max_stage_delay_ns = 0.64
cp-endpoint = Register_16bit.reg_out[14]$_SDFFCE_PN0P_
crit_type = in -> reg
critPathRequiredTime_ns = 14.23
crit_path_start = start
arrival_ns = 8.45
crit_fanout = 9

[synthesis]
ys_ff = 24
synthCells = 270
edf_count = 16
synth_top_flop_cell = edfxtp_1
async_flop_share_pct = 33.3
syn_area_sq_um = 2470
ys_area_sq_um = 2470
avgSynthCellArea_sq_um = 9.16
synth_seq_share_pct = 27.6
yosysUniqueCellTypes = 55
yosys_warnings = 7
ys_cells = 270

[global_route]
grt_pass1_vias = 1918
grt_util_met3_pct = 5.77
top_usage_layer = met1
antenna_found_initial = 0
overflow = 0
grt_start_max_net_pins = 17
grt_usage_pct = 22.7
grt_pass1_wl_um = 8980
grt_use_met1_pct = 37.5
use_met2_pct = 32.5

[final_layout]
final_area_sq_um = 3020
area_growth_pct = 22.1
drive_gt1_share_pct = 8.92
final_cell_mix = clkdlybuf4s50_1 (42), nor2_1 (39), ha_1 (34)
layout_top_cell = clkdlybuf4s50_1
final_cells = 381
largest_reg_flops = 16
fillers = 429

[placement]
hpwl_um = 4370
portBuffers = 42
place_inst = 377
place_area_sq_um = 2970
place_congestion = 0.898

[die]
chipArea_sq_um = 5230
io_pins = 43
initCoreUtil_pct = 52.0
die_x_um = 72.3
die_y_um = 72.3
placementRows = 25
core_area_sq_um = 4750

[run]
drv_cap = 0
warnings = 31

[min_path]
min_path_cells = 1
holdCritPathClass = reg -> reg
==> Yosys cell counts, types with 2 or more instances <==
cell      count  area [sq um]
xor2_1        5          43.8
o211ai_1      2          15.0
a211o_2       2          20.0
and2_1        6          37.5
ha_1         34           425
nand2_1      19          71.3
buf_4         2          15.0
nand2b_1      5          31.3
inv_1        14          52.6
nor3b_1       3          22.5
a211oi_1      3          22.5
edfxtp_1     16           480
xnor2_1       7          61.3
a21oi_1      11          55.1
a21o_1        8          60.1
nor2b_1       4          25.0
a31oi_1       2          12.5
mux2i_1       9          90.1
nand3_1       5          25.0
nor2_1       39           146
and3_2        2          15.0
or2_2         6          37.5
nor3_1        7          35.0
o21a_1        4          30.0
dfrtp_1       7           175
o21ai_0      11          55.1
a22o_1        5          43.8
fa_1          5           100
==> cells by family after synthesis <==
kind of cell             after synthesis  synth area share (%)
AND-OR/OR-AND                         61                  18.0
XOR/XNOR                              13                  5.16
adder cells (fa/ha/maj)               39                  21.3
buffers and inverters                 19                  3.24
flip-flops                            24                  27.6
multiplexers                           9                  3.64
AND/OR/NAND/NOR                      105                  21.1
==> stage by stage <==
stage	setup slack (ns)	util, %	hold WS, ns
after floorplan	6.46	-	0.465
after global placement	5.48	62.5	0.500
after detailed placement	5.50	62.5	0.500
after CTS	5.76	63.5	0.511
after global routing	5.40	63.5	0.558
final	5.79	63.5	0.509
==> area by class of cell <==
type | instances | area [sq um] | share of cell area, %
flip-flops and latches | 24 | 682 | 22.6
repair buffers | 44 | 435 | 14.4
clock inverters | 1 | 3.75 | 0.124
clock buffers | 3 | 41.3 | 1.37
inverters | 15 | 56.3 | 1.87
well taps | 67 | 83.8 | 2.78
multi-input cells | 227 | 1720 | 56.8
==> worst max-delay path: cells and delay by family <==
| kind | cells | cell delay [ns] |
|---|---|---|
| xor+xnor | 2 | 0.30 |
| buf+inv | 3 | 0.81 |
| mux | 1 | 0.20 |
| compound gates | 8 | 1.70 |
| fa+ha+maj | 4 | 1.76 |
| simple gates | 5 | 0.81 |
==> where the power goes <==
group          internal (uW)  switching, uW
clock                   19.3           21.6
sequential              84.2           4.26
combinational           54.9           56.0
==> per-layer routing <==
layer	part of all wire [%]	up-vias
met1	49	923
met2	43	52
met4	1.3	0
met5	0	-
met3	6.6	8
li1	-	1066
==> how the worst min path moves through the flow <==
stage     slack (ns)                                      to                                    from
5_1_grt         0.56  two_bit_counter.count_out[0]$_DFF_PP0_  two_bit_counter.count_out[0]$_DFF_PP0_
4_1_cts         0.51  two_bit_counter.count_out[0]$_DFF_PP0_  two_bit_counter.count_out[0]$_DFF_PP0_
6_report        0.51  two_bit_counter.count_out[0]$_DFF_PP0_  two_bit_counter.count_out[0]$_DFF_PP0_
Power is estimated from default activity; no workload was simulated.
